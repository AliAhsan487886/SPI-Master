==> ./design.v <==
module spi_master_with_7seg (
    input  logic       clk,         
    input  logic       rst_n,       
    input  logic       start,       
    input  logic [7:0] data_in,     
    output logic       busy,        
    output logic       done,        
    output logic       sclk,        
    output logic       mosi,        
    output logic       cs_n,        
    output logic [6:0] seg          
);
    parameter integer CLK_DIV = 4;
    typedef enum logic [1:0] {
        IDLE = 2'b00,        
        TRANSFER = 2'b01,    
        DONE = 2'b10         
    } state_t;
    state_t state, next_state;       
    logic [7:0] shift_reg;           
    logic [2:0] bit_cnt;             
    logic [1:0] clk_div_cnt;         
    logic sclk_int;                  
    logic [16:0] mux_clk_cnt;        
    logic mux_sel;                   
    always_ff @(posedge clk or negedge rst_n) begin
        if (!rst_n) begin
            clk_div_cnt <= 0;       
            sclk_int <= 0;          
        end else if (state == TRANSFER) begin
            if (clk_div_cnt == CLK_DIV - 1) begin
                clk_div_cnt <= 0;   
                sclk_int <= ~sclk_int;   
            end else begin
                clk_div_cnt <= clk_div_cnt + 1;   
            end
        end else begin
            clk_div_cnt <= 0;       
            sclk_int <= 0;          
        end
    end
    assign sclk = sclk_int;
    always_ff @(posedge clk or negedge rst_n) begin
        if (!rst_n) begin
            state <= IDLE;          
        end else begin
            state <= next_state;    
        end
    end
    always_comb begin
        next_state = state;         
        case (state)
            IDLE: begin
                if (start) next_state = TRANSFER;   
            end
            TRANSFER: begin
                if (bit_cnt == 3'd7 && sclk_int == 1'b1) begin
                    next_state = DONE;
                end
            end
            DONE: begin
                next_state = IDLE;    
            end
            default: next_state = IDLE;   
        endcase
    end
    always_ff @(posedge clk or negedge rst_n) begin
        if (!rst_n) begin
            shift_reg <= 8'b0;      
            bit_cnt <= 3'b0;        
            mosi <= 1'b0;           
            cs_n <= 1'b1;           
            busy <= 1'b0;           
            done <= 1'b0;           
        end else begin
            case (state)
                IDLE: begin
                    cs_n <= 1'b1;     
                    busy <= 1'b0;     
                    done <= 1'b0;     
                    bit_cnt <= 3'b0;  
                end
                TRANSFER: begin
                    cs_n <= 1'b0;     
                    busy <= 1'b1;     
                    done <= 1'b0;     
                    if (clk_div_cnt == 0 && sclk_int == 1'b0) begin
                        mosi <= shift_reg[7];           
                        shift_reg <= {shift_reg[6:0], 1'b0};   
                        if (bit_cnt < 3'd7) begin
                            bit_cnt <= bit_cnt + 1;    
                        end
                    end
                end
                DONE: begin
                    cs_n <= 1'b1;     
                    busy <= 1'b0;     
                    done <= 1'b1;     
                end
                default: begin
                    cs_n <= 1'b1;     
                    busy <= 1'b0;     
                    done <= 1'b0;     
                end
            endcase
        end
    end
    always_ff @(posedge clk or negedge rst_n) begin
        if (!rst_n) begin
            shift_reg <= 8'b0;      
        end else if (state == IDLE && start) begin
            shift_reg <= data_in;   
        end
    end
    always_ff @(posedge clk or negedge rst_n) begin
        if (!rst_n) begin
            mux_clk_cnt <= 0;       
            mux_sel <= 0;           
        end else begin
            if (mux_clk_cnt == 49999) begin   
                mux_clk_cnt <= 0;
                mux_sel <= ~mux_sel;           
            end else begin
                mux_clk_cnt <= mux_clk_cnt + 1;
            end
        end
    end
    logic [3:0] nibble_to_display;
    always_comb begin
        if (mux_sel == 0)
            nibble_to_display = data_in[3:0];   
        else
            nibble_to_display = data_in[7:4];   
    end
    always_comb begin
        case (nibble_to_display)           
            4'h0: seg = 7'b1111110;  
            4'h1: seg = 7'b0110000;  
            4'h2: seg = 7'b1101101;  
            4'h3: seg = 7'b1111001;  
            4'h4: seg = 7'b0110011;  
            4'h5: seg = 7'b1011011;  
            4'h6: seg = 7'b1011111;  
            4'h7: seg = 7'b1110000;  
            4'h8: seg = 7'b1111111;  
            4'h9: seg = 7'b1111011;  
            4'hA: seg = 7'b1110111;  
            4'hB: seg = 7'b0011111;  
            4'hC: seg = 7'b1001110;  
            4'hD: seg = 7'b0111101;  
            4'hE: seg = 7'b1001111;  
            4'hF: seg = 7'b1000111;  
            default: seg = 7'b0000000;  
        endcase
    end
endmodule
==> ./run.sh <==
#!/bin/bash
# OpenROAD 26Q1-2900-gdf79404cd8, Yosys 0.63+post, stock flow scripts
make -C /OpenROAD-flow-scripts/flow DESIGN_CONFIG=/design/flow/config.mk WORK_HOME=/design/flow/orfs finish
==> ./config.mk <==
export PLATFORM = sky130hd
export DESIGN_NAME = spi_master_with_7seg
export DESIGN_NICKNAME = spi_master_with_7seg
export VERILOG_FILES = /design/flow/design.v
export SDC_FILE = /design/flow/constraint.sdc
export NUM_CORES = 4
export LEC_CHECK = 1
export CORE_UTILIZATION = 30
==> ./constraint.sdc <==
current_design spi_master_with_7seg

set clk_period 2.7
set clk_io_pct 0.2

create_clock -name clk0 -period $clk_period [get_ports {clk}]

set non_clock_inputs [all_inputs -no_clocks]
set_input_delay [expr $clk_period * $clk_io_pct] -clock clk0 $non_clock_inputs
set_output_delay [expr $clk_period * $clk_io_pct] -clock clk0 [all_outputs]
==> results.yml <==
# synthesis and place-and-route metrics
run_status:
  outcome: "finished, final reports clean"
cts:
  clock_path_buffers: 2
  clock.latency.late_pin_ns: 0.28
  cts.sinks: 30
  h-tree-depth: 2
  clock-root-buffer: "clkbuf_8"
  cts_tree: "yes"
  cts_made_buffers: 5
  ctsHoldBuffers: 0
  path_clk_slew_ns: 0.05
routing:
  drc: 0
  antenna_cells: 0
  drtPass1Iterations: 4
  antenna_left: 0
  drt-initial-drc-count: 39
  num_vias: 1219
  wirelength_microns: 2870
  wl_per_cell_microns: 10.6
  viasPerCell: 4.50
critical_path:
  arrival_ns: 2.15
  endpoint_kind: "output pin"
  regToRegStartpoint: "mux_clk_cnt[0]"
  endpoint: "seg[6]"
  crit_type: "primary input to output pin"
  r2r_cells: 5
  critPathRequiredTime_ns: 2.16
  startpoint: "data_in[3]"
  path_max_fanout: 8
  setup.worst_path.start_class: "primary input"
  reg2reg_slack_ns: 1.02
  r2r-end: "mux_clk_cnt[16]"
synth:
  enable_flop_cells: 0
  ys_types: 33
  yosysTopAreaCell: "dfrtp_1"
  common_cells: "28 x dfrtp_1, 17 x nor2_1, 16 x nand2_1"
  yosys_cells: 160
  ys.flops: 30
  post-synth-top-area-fraction_pct: 44.2
  top_cells_by_area: "dfrtp_1 44%, ha_1 9.5%, xnor2_1 7.2%"
  yosys_warnings: 17
  most_common_cell: "dfrtp_1"
  ys_area_sq_mm: 0.00159
  ys_seq_share_pct: 47.5
  syn_inst: 160
  syn_area_per_cell_sq_um: 9.92
  async_reset_ff_share_pct: 100
  flop_cell: "dfrtp_1"
  netlist_area_sq_mm: 0.00159
global_route:
  antenna_found_initial: 0
  grt_usage_pct: 11.8
  grt_max_degree: 31
  grt_pass1_wl_microns: 5020
  grt_pass1_vias: 1143
  grt-ovfl-total: 0
floorplan:
  die_h_microns: 74.7
  die_w_microns: 74.7
  fp_util_pct: 31.1
  rows: 26
  dieArea_sq_mm: 0.00558
  coreArea_sq_mm: 0.00511
  io_pins: 23
final_timing:
  clock.fmax_mhz: 372
  finalClockSkew_ns: 0.00536
  rsz0062_at_grt: "yes"
  min_period_ns: 2.69
  timing.final.crit_share_pct: 99.6
  fin_ws_ns: 0.0111
  fin_hold_ws_ns: 0.368
  finalSetupViolCount: 0
  slew_violations: 0
  finalHoldViolations: 0
power:
  vdd_drop_max_mv: 0.256
  total_power_mw: 1.16
  powerDensity_mw_per_mm2: 536
  p_leak_nw: 0.961
min_path:
  min_path_type: "flip-flop to flip-flop"
placement:
  io_buffers: 21
  placed_cell_area_sq_mm: 0.00193
  dp_hpwl_microns: 2010
  dpl_worst_slack_ns: -0.100
  gp_congestion: 0.900
final_layout:
  finish.instance_area_sq_mm: 0.00215
  utilization_pct: 42.2
  drive_above_1_share_pct: 18.4
  syn_to_final_growth_pct: 35.8
job:
  max_cap_viol_count: 0
  tool_warnings: 33
layout by cell type, fill, tap and decap left out, types with 2 or more instances in the layout:
| master | instances |
|---|---|
| a21oi_1 | 5 |
| o21ai_0 | 2 |
| xnor2_1 | 13 |
| clkbuf_1 | 2 |
| clkbuf_8 | 6 |
| nand3_1 | 9 |
| a31oi_1 | 2 |
| nand4_1 | 6 |
| dfstp_2 | 2 |
| dlymetal6s2s_1 | 2 |
| nand2_1 | 16 |
| ha_2 | 3 |
| buf_4 | 12 |
| xor2_1 | 4 |
| and3_1 | 2 |
| clkdlybuf4s50_1 | 12 |
| nor2_1 | 16 |
| dlygate4sd2_1 | 7 |
| mux2i_1 | 3 |
| ha_1 | 6 |
| nor3_1 | 4 |
| nor2b_1 | 2 |
| nor4_1 | 3 |
| buf_6 | 3 |
| dfrtp_1 | 27 |
| ha_4 | 3 |
| inv_1 | 9 |
per-stage QoR:
| step | instances | TNS (ns) |
|---|---|---|
| after floorplan | 160 | 0 |
| after global placement | 256 | -0.483 |
| after detailed placement | 256 | -0.564 |
| after CTS | 268 | 0 |
| after global routing | 271 | -0.0873 |
| final | 271 | 0 |
registers in the layout, indices dropped and copies added, names as in the netlist:
name	cells
sclk_int	1
mux_clk_cnt	17
busy	1
clk_div_cnt	2
mux_sel	1
done	1
cs_n	1
bit_cnt	3
state	3
what timing repair did:
| item | CTS | global route |
|---|---|---|
| pin swaps | 5 | 1 |
| setup endpoints to repair | 7 | 4 |
| buffers inserted | 4 | 3 |
| gates resized | 19 | 10 |
worst max-delay path, stage by stage:
cell and delay [ns]:
clkdlybuf4s50_1 0.42, mux2_4 0.31, buf_4 0.17, nand3_1 0.09, and3_1 0.16, clkdlybuf4s50_1 0.45
worst min path at each step:
stage | start | endpoint | slack (ns) | cells after the start
4_1_cts | state[1] | done | 0.37 | 0
6_report | state[1] | done | 0.37 | 0
5_1_grt | state[1] | done | 0.39 | 0
where the power goes:
group	internal [mW]	switching, mW
combinational	0.138	0.107
clock	0.207	0.150
sequential	0.511	0.0424
cell type report:
class,count,area [sq um]
fill,488,2950
multi-input combinational,118,858
sequential,30,754
timing repair buffer,36,330
clock buffer,8,90.1
tap,70,87.6
inverter,9,33.8
per-layer routing:
metal,GRT usage [%],routed length (microns),vias up
met4,2.73,76,0
li1,-,-,625
met2,18.7,1290,34
met5,0,0,-
met3,2.58,132,8
met1,17.1,1370,552
cells by family after synthesis:
family	count (synthesis)	share of synthesized area, %
AND-OR/OR-AND	17	6.55
XOR/XNOR	17	9.38
adder cells (fa/ha/maj)	12	9.46
buffers and inverters	12	3.23
flip-flops	30	47.5
multiplexers	5	3.23
other	1	0.236
AND/OR/NAND/NOR	66	20.4
Power is estimated from default activity; no workload was simulated.
